[design.v]
module feedback(
	output reg [7:0]x_out,
	output reg [2:0]color_out,
	input [2:0]c_place,
	input [2:0]c_color,
	input clk,
	input resetn
	);
	reg [2:0] correct_place;  
	reg [2:0] correct_color;  
	reg [2:0] current_state, next_state;  
	reg [4:0] time_counter;  
	localparam draw_one = 3'b000,
				  draw_two = 3'b001,
				  draw_three = 3'b011,
				  draw_four = 3'b111,
				  draw_five = 3'b110;
	reg draw_next;  
	always @(*)
		begin
			case(current_state)
				draw_one: next_state <= draw_next ? draw_two:draw_one;
				draw_two: next_state <= draw_next ? draw_three:draw_two;
				draw_three: next_state <= draw_next ? draw_four:draw_three;
				draw_four: next_state <= draw_next ? draw_five:draw_four;
				draw_five: next_state <= draw_next ? draw_one:draw_five;
				default: next_state <= draw_one;
			endcase
		end
	always @(*)
		begin
			if (current_state == draw_one)begin
				x_out <= 8'd128;
				if(correct_place > 0)begin
					color_out <= 3'b000;  
					correct_place <= correct_place -1;
				end
				else if(correct_color > 0) begin
					color_out <= 3'b111;  
					correct_color <= correct_color -1;
				end
				else
					color_out <= 3'b100;  
			end
			else if (current_state == draw_two)begin
				x_out <= 8'd133;
				if(correct_place > 0)begin
					color_out <= 3'b000;  
					correct_place <= correct_place -1;
				end
				else if(correct_color > 0) begin
					color_out <= 3'b111;  
					correct_color <= correct_color -1;
				end
				else
					color_out <= 3'b100;  
			end
			else if (current_state == draw_three)begin
				x_out <= 8'd138;
				if(correct_place > 0)begin
					color_out <= 3'b000;  
					correct_place <= correct_place -1;
				end
				else if(correct_color > 0) begin
					color_out <= 3'b111;  
					correct_color <= correct_color -1;
				end
				else
					color_out <= 3'b100;  
			end	
			else if (current_state == draw_four)begin
				x_out <= 8'd143;
				if(correct_place > 0)begin
					color_out <= 3'b000;  
					correct_place <= correct_place -1;
				end
				else if(correct_color > 0) begin
					color_out <= 3'b111;  
					correct_color <= correct_color -1;
				end
				else
					color_out <= 3'b100;  
			end	
			else if (current_state == draw_five)begin
				x_out <= 8'd148;
				if(correct_place > 0)begin
					color_out <= 3'b000;  
					correct_place <= correct_place -1;
				end
				else if(correct_color > 0) begin
					color_out <= 3'b111;  
					correct_color <= correct_color -1;
				end
				else
					color_out <= 3'b010;  
			end
		end
	always @(posedge clk)
		begin
			if(!resetn)begin
				draw_next <= 0;
				time_counter <= 5'd16;
			end
			else if(time_counter == 0)begin
				draw_next <= 1;
				time_counter <= 5'd16;
				end
			else begin
				draw_next <= 0;
				time_counter <= time_counter - 1;
			end
		end
	always @(posedge clk)
		if(!resetn)begin
			current_state <= draw_one;
			end
		else
			current_state <= next_state;
	endmodule
[run.sh]
#!/bin/bash
# OpenROAD 26Q1-2900-gdf79404cd8, Yosys 0.63+post, stock flow scripts
make -C /OpenROAD-flow-scripts/flow DESIGN_CONFIG=/design/flow/config.mk WORK_HOME=/design/flow/orfs finish
[config.mk]
export PLATFORM = sky130hd
export DESIGN_NAME = feedback
export DESIGN_NICKNAME = feedback
export VERILOG_FILES = /design/flow/design.v
export SDC_FILE = /design/flow/constraint.sdc
export NUM_CORES = 4
export LEC_CHECK = 1
export CORE_AREA = 10 10 92 92
export DIE_AREA = 0 0 102 102
[constraint.sdc]
current_design feedback

set clk_period 3.0
set clk_io_pct 0.2

create_clock -name clk0 -period $clk_period [get_ports {clk}]

set non_clock_inputs [all_inputs -no_clocks]
set_input_delay [expr $clk_period * $clk_io_pct] -clock clk0 $non_clock_inputs
set_output_delay [expr $clk_period * $clk_io_pct] -clock clk0 [all_outputs]
==> flow_summary.toml <==
# yosys + openroad results
[sta]
unclocked_pins = 13
min_period_ns = 1.32
untimed_endpoints = 21
fmax_mhz = 757
setup_viol = 0
fin_crit_sh_pct = 44.1
setup_tns_ns = 0
drv_slew = 0
rsz0062_at_grt = "false"
fin_worst_skew_ns = 0.00279
hold_viol_final = 0

[setup_path]
critPathRequiredTime_ns = 3.12
crit_type = "reg2reg"
crit_family = "simple AND/OR/NAND/NOR gates"
cpMaxStageDelayCell = "or3b_4"
max_stage_delay_ns = 0.42
worstPathArrival_ns = 1.44
path_max_fanout = 4
worstSetupEndpointType = "flop"
cp_num_buf_inv = 1
crit_chain = "inv_1, ha_1, or3b_4, o21ai_4, nor2_1"
startpoint_type = "flop"

[routing]
dr_wl_met3_um = 118
drt_iter0_drc = 7
antennaDiodeCount = 0
drt_first_pass_iters = 2
wl_met2_um = 430
wl_mm = 1.18
wl_per_cell_um = 6.90
ant_nets = 0
highest_layer = "met3"
vias = 488
wl_met1_um = 631
drc = 0
via_per_inst = 2.85

[place]
placed_area_um2 = 973
dp_hpwl_um = 928
dp.cells = 167
place_congestion = 0.710
io_buffers = 9

[logic_synthesis]
top_area_cell = "dfxtp_1"
synthCells = 85
synth_stat.cells = 85
edf_count = 0
synth_cell_type_count = 21
netlist.area_leader.share_pct = 26.9
syn_area_per_cell_um2 = 9.63
ys_seq_elements = 24
ff_type = "dlxtn_1"
yosysWarnings = 41
top_cell = "dlxtn_1"
synthTopCellsByCount = "dlxtn_1 (13), inv_1 (12), dfxtp_1 (11)"
syn_area_um2 = 818
yosys_area_um2 = 818
async_flop_share_pct = 0
area_leaders = "dfxtp_1 (27%), dlxtn_1 (24%), ha_1 (7.6%)"

[clock_network]
clk_pin_slew_ns = 0.05
cts_resized = 0
cts_root_buf = "clkbuf_8"
holdBufCountCts = 0
cts_inserted_buffers = 3
post-cts-setup-buffers = 0
insertion_delay_ns = 0.23
clockBufferDepth = 2
cts-htree-levels = 1
cts_tree = "yes"

[global_route]
antenna_found_initial = 0
grt_pass1_wl_mm = 2.06
grt_pass1_vias = 509
grt_max_degree = 9
overflow = 0
grt_usage_pct = 2.38

[cells_and_area]
regArea_um2 = 415
final_area_um2 = 1020
final_cells = 171
logic_area_um2 = 327
area_growth_pct = 24.5
layout-drive-gt1-share_pct = 6.38
nFillCells = 709

[pwr]
leakagePower_nw = 0.442
ir_worst_vdd_v = 0.000266
p_per_area_nw_per_um2 = 459
total_power_mw = 0.468

[run_status]
outcome = "finished clean"

[floorplanning]
fp_util_pct = 12.7
rows = 29
num_io_pins = 19
die_h_um = 102
fp.coreArea_um2 = 6460
die_area_um2 = 10400
die_x_um = 102

[worst_hold_path]
hp-class = "reg2reg"

[job]
maxCapViolCount = 0
warning_count = 33
[placed cells by master, fill, tap and decap left out]
| cell | n |
|---|---|
| dfxtp_1 | 11 |
| nor2b_1 | 4 |
| nor3b_2 | 1 |
| clkbuf_1 | 1 |
| nand2b_1 | 2 |
| clkbuf_8 | 3 |
| conb_1 | 3 |
| a21oi_1 | 2 |
| nand2_1 | 5 |
| inv_1 | 12 |
| xor2_1 | 3 |
| dlxtn_1 | 13 |
| or3b_4 | 1 |
| o21ai_4 | 1 |
| nor2_1 | 6 |
| o21a_1 | 1 |
| nor3_1 | 2 |
| xnor2_1 | 2 |
| clkdlybuf4s50_1 | 9 |
| mux2i_1 | 5 |
| a31oi_1 | 2 |
| ha_1 | 5 |
[layout make-up]
type | count | share of cell area [%]
Timing Repair Buffer | 9 | 8.85
Inverter | 12 | 4.42
Tap cell | 77 | 9.46
Multi-Input combinational cell | 45 | 32.1
Sequential cell | 24 | 40.8
Clock buffer | 4 | 4.42
[cell families (layout without fill, tap and decap cells)]
| group | Yosys count | count (layout) | share of synthesized area [%] |
|---|---|---|---|
| AND-OR/OR-AND | 6 | 6 | 5.66 |
| XOR/XNOR | 5 | 5 | 5.35 |
| adder cells (fa/ha/maj) | 5 | 5 | 7.65 |
| buffers and inverters | 17 | 25 | 9.79 |
| flip-flops | 11 | 11 | 26.9 |
| latches | 13 | 13 | 23.9 |
| multiplexers | 5 | 5 | 6.12 |
| other | 2 | 3 | 0.918 |
| AND/OR/NAND/NOR | 21 | 21 | 13.8 |
[worst paths after layout]
kind / slack, ns / to / depth (start not counted) / from
worst min register to register: 0.45 / time_counter[0] / 1 / time_counter[0]
worst min-delay path: 0.45 / time_counter[0] / 1 / time_counter[0]
worst max-delay path: 1.68 / time_counter[3] / 5 / time_counter[0]
worst max register to register: 1.68 / time_counter[3] / 5 / time_counter[0]
[state kept, by name (all words and copies together) (netlist names)]
| name | count |
|---|---|
| correct_place | 3 |
| draw_next | 1 |
| time_counter | 5 |
| current_state | 5 |
| correct_color | 3 |
| color_out | 3 |
| x_out | 4 |
[through the flow]
stage               setup slack (ns)  hold slack (ns)  utilization, %
finish                          1.68            0.446            15.8
global route                    1.58            0.480            15.8
CTS                             1.67            0.451            15.8
detailed placement              1.44            0.435            15.1
global placement                1.48            0.429            15.1
floorplan                       1.76            0.413               -
[power breakdown]
| group | internal [mW] | switching, mW |
|---|---|---|
| registers | 0.187 | 0.0296 |
| logic | 0.0570 | 0.0496 |
| clock network | 0.0930 | 0.0517 |
[worst register-to-register path, stage by stage (launching register included)]
cell	delay [ns]
dfxtp_1	0.32
inv_1	0.06
ha_1	0.17
or3b_4	0.42
o21ai_4	0.18
nor2_1	0.07
[metal layers]
metal  GRT usage, %  vias up
met3           1.23        0
met4              0        0
met2           3.80       13
met5              0        -
met1           3.01      202
li1               -      273
